[flow/run.sh]
#!/bin/bash
# OpenROAD 26Q1-2900-gdf79404cd8, Yosys 0.63+post, stock flow scripts
make -C /OpenROAD-flow-scripts/flow DESIGN_CONFIG=/design/flow/config.mk WORK_HOME=/design/flow/orfs finish
[flow/config.mk]
export PLATFORM = sky130hd
export DESIGN_NAME = top
export DESIGN_NICKNAME = top
export VERILOG_FILES = /design/flow/design.v
export SDC_FILE = /design/flow/constraint.sdc
export NUM_CORES = 4
export LEC_CHECK = 1
export CORE_UTILIZATION = 50
[flow/constraint.sdc]
current_design top

set clk_period 4.8
set clk_io_pct 0.2

create_clock -name clk0 -period $clk_period [get_ports {clk}]

set non_clock_inputs [all_inputs -no_clocks]
set_input_delay [expr $clk_period * $clk_io_pct] -clock clk0 $non_clock_inputs
set_output_delay [expr $clk_period * $clk_io_pct] -clock clk0 [all_outputs]
[flow/design.v]
`timescale 1ns / 1ps
module top(
    input clk, start,
    input [bits-1:0] din,
    output reg mosi, 
    output sclk,
    output [bits-1:0]dout
    );
    parameter board_clk = 10_000;
    parameter clk_value = 100_000;
    parameter bits = 12;
    reg sclkt = 0;
    reg cs,done;
    integer count = 0;
    always@(posedge clk) begin 
    if(count < (clk_value/board_clk)) begin
        count <= count + 1;
    end
    else begin count <= 0;  sclkt <= ~sclkt; end
    end
    reg [bits-1:0]temp;
    parameter idle = 0; 
    parameter send = 1; 
    parameter start_tx = 2; 
    parameter end_tx = 3;  
    reg[1:0] state = idle;
    integer bit_index = 0;
    always@(posedge sclkt) begin
    case(state)
    idle : begin 
            temp <= 0;
            cs <= 1;
            mosi <= 0;
            done <= 0;
            bit_index <= 0;
            if(start) begin state <= start_tx; 
            end
            else state <= idle;
    end
    start_tx : begin
            cs <= 0;
            temp <= din;
            state <= send;
    end
    send : begin
            if(bit_index <= bits) begin
            mosi <= temp[bit_index];
            bit_index <= bit_index + 1;
            state <= send;
            end
            else begin
            bit_index <= 0;
            state <= end_tx;
            end
    end
    end_tx : begin
            cs <= 1;
            mosi <= 0;
            done <= 1;
            state <= idle;    
    end
    endcase
    end
    assign sclk = sclkt;
    reg [bits-1:0]shiftrx = 0;
    reg bit_index_rx = 0;
    reg rxdone = 0;
    reg [bits-1:0]dout_t;
    reg tx;
    always@(posedge sclk) begin    
    if(!cs) begin 
        tx <= mosi;
        shiftrx <= {shiftrx[bits-2:0],mosi};
        bit_index_rx <= bit_index_rx + 1;
        rxdone <= 0;
        if(bit_index >= bits-1) begin
            shiftrx <= {shiftrx[bits-1:0],mosi};
            rxdone <= 1;
            dout_t <= shiftrx;
            bit_index_rx <= 0;
        end
        else rxdone <= 0;
    end
    else begin
        bit_index_rx <= 0;
        rxdone <= 0;
    end
    end
    reverse_bits dut(.da_in(dout_t),.da_out(dout));
endmodule
module reverse_bits(input [11:0]da_in,
                    output [11:0] da_out
                    );
    integer i = 0;
    reg [11:0] temp = 0;
    always@(*) begin
        for(i=0; i<12; i=i+1) begin
            temp[i] = da_in[11-i];  
        end
    end
    assign da_out = temp;
endmodule
==> flow_metrics.env <==
# physical design summary
export IMPL_area_delta_synth_final_pct=9.80
export IMPL_cp_max_fo=16
export IMPL_dp_final_hpwl_um=6380
export IMPL_grt_max_degree=74
export IMPL_avgSynthCellArea_um2=11.1
export IMPL_drcViolationCount=0
export IMPL_finalSetupViolations=0
export IMPL_vdd_drop_max_v=0.000152
export IMPL_ys_flops=105
export IMPL_synth_warnings=2
export IMPL_antenna_found_initial=0
export IMPL_finalSetupTns_ns=0
export IMPL_async_flop_share=0
export IMPL_power_leakage_uw=0.00180
export IMPL_cts_tree="built"
export IMPL_synth_seq_share=0.569
export IMPL_met2_length_um=3800
export IMPL_maxSlewViolCount=0
export IMPL_cts_root_buffer="clkbuf_8"
export IMPL_drive_above_1_share=0.0455
export IMPL_top_area_frac=0.432
export IMPL_viasPerCell=5.93
export IMPL_h_tree_depth=2
export IMPL_dr_pass1_iters=6
export IMPL_grt_util_all_layers=0.203
export IMPL_ant_nets=0
export IMPL_io_pins=28
export IMPL_synth_distinct_cells=39
export IMPL_die_height_um=101
export IMPL_syn_cell_area_um2=4940
export IMPL_gp_congestion=0.878
export IMPL_avgRoutedWirePerCell_um=15.9
export IMPL_tightest_slew_ns=0.837
export IMPL_postCtsSetupBuffers=0
export IMPL_initialDrtViolationCount=190
export IMPL_clkTransAtPathRegs_ns=0.07
export IMPL_synth_edff_count=71
export IMPL_ys_cells=446
export IMPL_holdWs_ns=0.479
export IMPL_unconstrained_endpoints=155
export IMPL_die_area_um2=10300
export IMPL_numCtsBuffers=5
export IMPL_status="completed"
export IMPL_slowest_delay_ns=0.80
export IMPL_coreArea_um2=9420
export IMPL_yosys_area_um2=4940
export IMPL_wl_met1_um=5170
export IMPL_diodes=0
export IMPL_fin_worst_skew_ns=0.00135
export IMPL_critPathCaptureType="register"
export IMPL_rows=35
export IMPL_clk_path_buf_depth=2
export IMPL_largest_area_cell="edfxtp_1"
export IMPL_synth_cells=446
export IMPL_lay_top_count="edfxtp_1"
export IMPL_crit_top_cell="or4_1"
export IMPL_rsz0062_at_grt="no"
export IMPL_io_buffers=27
export IMPL_grt_pass1_wl_um=15500
export IMPL_tool_warnings=29
export IMPL_fmax_mhz=404
export IMPL_top_layer="met4"
export IMPL_grt_pass1_vias=3156
export IMPL_clock_latency_ns=0.28
export IMPL_slowest_stage="or4_1"
export IMPL_finalClockPeriodUsage=0.516
export IMPL_critPathKind="register to register"
export IMPL_crit_chain="ha_1 -> nand4_2 -> or4_1 -> or4_1 -> a21oi_1"
export IMPL_worstPathRequired_ns=5.02
export IMPL_ys_flop_type="edfxtp_1"
export IMPL_critical_path_arrival_ns=2.69
export IMPL_hp_class="register to register"
export IMPL_drv_cap=0
export IMPL_fin_crit_ns=2.48
export IMPL_slew_headroom=0.442
export IMPL_die_w_um=101
export IMPL_fp_utilization=0.525
export IMPL_grt_overflow_total=0
export IMPL_top_cells_by_area="edfxtp_1 (43%), dfxtp_1 (14%), or4_1 (3.8%)"
export IMPL_cts_resized=0
export IMPL_lay_top_cells="edfxtp_1 (71), dfxtp_1 (34), clkdlybuf4s50_1 (27)"
export IMPL_power_density_nw_per_um2=95.2
export IMPL_hold_buffers=0
export IMPL_unclocked_pins=72
export IMPL_critPathLaunchType="register"
export IMPL_hold_violations=0
export IMPL_vias=3503
export IMPL_wl_um=9400
export IMPL_wl_met3_um=353
==> cell families after synthesis <==
logic type	count (synthesis)	synth area share
XOR/XNOR	24	0.0426
AND/OR/NAND/NOR	184	0.216
AND-OR/OR-AND	79	0.105
flip-flops	105	0.569
adder cells (fa/ha/maj)	7	0.0177
buffers and inverters	43	0.0334
multiplexers	4	0.0157
==> path summary, 6_finish.rpt <==
check	from	end	slack, ns	cells after the start
max	count[0]$_SDFF_PN0_	count[30]$_SDFF_PN0_	2.32	5
min	count[31]$_SDFF_PN0_	count[31]$_SDFF_PN0_	0.48	2
max reg2reg	count[0]$_SDFF_PN0_	count[30]$_SDFF_PN0_	2.32	5
min reg2reg	count[31]$_SDFF_PN0_	count[31]$_SDFF_PN0_	0.48	2
==> metrics by stage <==
| step | instances | setup slack (ns) | utilization | power [uW] | area [um2] |
|---|---|---|---|---|---|
| finish | 591 | 2.32 | 0.576 | 516 | 5420 |
| global route | 591 | 2.15 | 0.576 | 537 | 5420 |
| CTS | 591 | 2.34 | 0.576 | 519 | 5420 |
| detailed placement | 583 | 2.37 | 0.565 | 292 | 5320 |
| global placement | 583 | 2.43 | 0.565 | 292 | 5320 |
| floorplan | 446 | 2.68 | - | 282 | 4940 |
==> synth_stat cells, types with 7 or more instances <==
master    instances
or4_1            25
nor2_1           15
dfxtp_1          34
or3_1            14
and2_1           13
xor2_1           14
nor4_1           18
nand4_1          15
edfxtp_1         71
o21ai_0          15
clkbuf_1         19
a21oi_1          16
ha_1              7
o31ai_1          23
nor3_1           17
inv_1            19
a211oi_1         18
xnor2_1          10
nand3_1          23
nand2_1          23
==> per-layer routing <==
| metal | GRT usage | up-vias |
|---|---|---|
| li1 | - | 1763 |
| met1 | 0.395 | 1685 |
| met2 | 0.265 | 53 |
| met3 | 0.0343 | 2 |
| met4 | 0.0178 | 0 |
| met5 | 0 | - |
==> registers in the layout (all words and copies together), names as in the netlist <==
signal	flops
bit_index	32
count	32
dout_t	12
shiftrx	12
temp	12
state	2
cs	1
mosi	1
sclkt	1
==> final cells by class <==
cell class              instances  area (um2)
fillers                       769        3990
flip-flops and latches        105        2810
multi-input cells             298        1970
repair buffers                 32         308
well taps                     129         161
clock buffers                   7        96.3
inverters                      19        71.3
clock inverters                 1        5.00
==> power by group <==
group          internal, uW  switching [uW]  leakage [uW]
sequential              275               0      0.000987
combinational          9.50            1.45      0.000764
clock                   130             101     0.0000542
total                   414             102       0.00180
==> worst max-delay path: cells and delay by family (launching register included) <==
family                     cells  cell delay [ns]
adders and majority gates      1             0.27
DFF                            1             0.42
and+or+nand+nor                3             1.56
AOI/OAI and AO/OA              1             0.14
No activity file was given, so power comes from the tool's default toggle rates.
